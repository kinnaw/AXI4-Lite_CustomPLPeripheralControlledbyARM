File: flow/config.mk
export PLATFORM = sky130hd
export DESIGN_NAME = sevenseg_mux
export DESIGN_NICKNAME = sevenseg_mux
export VERILOG_FILES = /design/flow/design.v
export SDC_FILE = /design/flow/constraint.sdc
export NUM_CORES = 4
export LEC_CHECK = 1
export CORE_AREA = 10 10 107 107
export DIE_AREA = 0 0 117 117
File: flow/constraint.sdc
current_design sevenseg_mux

set clk_period 2.6
set clk_io_pct 0.2

create_clock -name clk0 -period $clk_period [get_ports {clk}]

set non_clock_inputs [all_inputs -no_clocks]
set_input_delay [expr $clk_period * $clk_io_pct] -clock clk0 $non_clock_inputs
set_output_delay [expr $clk_period * $clk_io_pct] -clock clk0 [all_outputs]
File: flow/design.v
module sevenseg_mux #(
    parameter CLK_FREQ_HZ = 100_000_000,         
    parameter REFRESH_RATE_HZ = 1000             
) (
    input  wire        clk,
    input  wire        rst_n,
    input  wire [15:0] seg_data,
    output wire [6:0]  seg_cathode,   
    output wire [3:0]  seg_anode      
);
    localparam integer COUNTER_MAX = CLK_FREQ_HZ / (REFRESH_RATE_HZ * 4) - 1;
    localparam integer COUNTER_WIDTH = $clog2(COUNTER_MAX + 1);
    reg [COUNTER_WIDTH-1:0] counter_reg;
    reg [1:0]               digit_sel_reg;       
    reg [3:0]               current_digit;       
    reg [6:0]               seg_cathode_reg;
    reg [3:0]               seg_anode_reg;
    assign seg_cathode = seg_cathode_reg;
    assign seg_anode   = seg_anode_reg;
    always @(posedge clk) begin
        if (!rst_n) begin
            counter_reg   <= {COUNTER_WIDTH{1'b0}};
            digit_sel_reg <= 2'b00;
        end else begin
            if (counter_reg == COUNTER_MAX[COUNTER_WIDTH-1:0]) begin
                counter_reg   <= {COUNTER_WIDTH{1'b0}};
                digit_sel_reg <= digit_sel_reg + 2'b01;
            end else begin
                counter_reg   <= counter_reg + 1'b1;
            end
        end
    end
    always @(*) begin
        case (digit_sel_reg)
            2'b00:   current_digit = seg_data[3:0];     
            2'b01:   current_digit = seg_data[7:4];     
            2'b10:   current_digit = seg_data[11:8];    
            2'b11:   current_digit = seg_data[15:12];   
            default: current_digit = 4'h0;
        endcase
    end
    always @(*) begin
        case (current_digit)
            4'h0: seg_cathode_reg = 7'b1000000;   
            4'h1: seg_cathode_reg = 7'b1111001;   
            4'h2: seg_cathode_reg = 7'b0100100;   
            4'h3: seg_cathode_reg = 7'b0110000;   
            4'h4: seg_cathode_reg = 7'b0011001;   
            4'h5: seg_cathode_reg = 7'b0010010;   
            4'h6: seg_cathode_reg = 7'b0000010;   
            4'h7: seg_cathode_reg = 7'b1111000;   
            4'h8: seg_cathode_reg = 7'b0000000;   
            4'h9: seg_cathode_reg = 7'b0010000;   
            4'hA: seg_cathode_reg = 7'b0001000;   
            4'hB: seg_cathode_reg = 7'b0000011;   
            4'hC: seg_cathode_reg = 7'b1000110;   
            4'hD: seg_cathode_reg = 7'b0100001;   
            4'hE: seg_cathode_reg = 7'b0000110;   
            4'hF: seg_cathode_reg = 7'b0001110;   
            default: seg_cathode_reg = 7'b1111111;   
        endcase
    end
    always @(*) begin
        case (digit_sel_reg)
            2'b00:   seg_anode_reg = 4'b1110;   
            2'b01:   seg_anode_reg = 4'b1101;   
            2'b10:   seg_anode_reg = 4'b1011;   
            2'b11:   seg_anode_reg = 4'b0111;   
            default: seg_anode_reg = 4'b1111;   
        endcase
    end
endmodule
File: flow/run.sh
#!/bin/bash
# OpenROAD 26Q1-2900-gdf79404cd8, Yosys 0.63+post, stock flow scripts
make -C /OpenROAD-flow-scripts/flow DESIGN_CONFIG=/design/flow/config.mk WORK_HOME=/design/flow/orfs finish
==> flow_summary.ini <==
; implementation run metrics
[worst_setup_path]
end_kind = primary output
cp-start-kind = primary input
crit_chain = clkdlybuf4s50_1, a222oi_1, buf_4, a21oi_2, buf_4, xnor2_2, a221o_1, buf_2
slowest_stage = clkdlybuf4s50_1
slowest_delay_ns = 0.41
cp.arrival_ns = 2.22
rrSetupSlack_ns = 0.85
critical_path.most_common_cell = buf_4
path_class = primary input to primary output
path_max_fanout = 5
critPathRequiredTime_ns = 2.08

[power_and_ir_drop]
powerDensity_nw_per_um2 = 303
p_leak_uw = 0.000762
irDropWorstVdd_mv = 0.250

[global_route]
overflow = 0
grt_pass1_vias = 1040
grt_antenna_before_repair = 0
grt_use_total = 0.0444
grt_max_degree = 15
grt_pass1_wl_um = 5040

[clock_network]
clock_latency_ns = 0.25
numCtsBuffers = 3
cts_tree = yes
h-tree-depth = 1
cts.sinks = 17
cts_root_buffer = clkbuf_8
ctsHoldBuffers = 0
path_clk_slew_ns = 0.06
clockBufferDepth = 2

[logic_synthesis]
synth_cells = 135
synth-edff-count = 0
yosysUniqueCellTypes = 34
ys_cells = 135
async_flop_share = 0
syn_area_um2 = 1170
synth-warning-count = 1
post-synth-top-count-cell = dfxtp_1
yosysTopAreaCell = dfxtp_1
common_cells = dfxtp_1 (17), nor2_1 (14), ha_1 (11), inv_1 (11), mux2i_1 (10)
synth.avg_cell_area_um2 = 8.64
ys.flops = 17
yosys_area_um2 = 1170
yosys.area.top_type_share = 0.292
top_cells_by_area = dfxtp_1 (29%), ha_1 (12%), mux2i_1 (8.6%), xor2_1 (5.3%), nor2_1 (4.5%)
ys_seq_frac = 0.292
ys.flop_type = dfxtp_1

[die]
die-area_um2 = 13700
fp.dieW_um = 117
core_um2 = 9200
ios = 29
die_h_um = 117
initCoreUtil = 0.127
core.rowCount = 35

[finish]
fin_cells = 298
largest_reg_flops = 15
stdcell_area_um2 = 1920
area_growth_pct = 64.3
drive_gt1_frac = 0.326

[detailed_routing]
first_pass_iters = 4
vias = 1095
n_antenna_cell = 0
routed_wirelength_um = 3140
drt.antenna.violating_nets = 0
viasPerCell = 3.67
drtIter0Drc = 62
routedWlPerCell_um = 10.5
route.detailed.drc = 0

[placed_design]
postPlaceCellArea_um2 = 1670
dp.cells = 285
dp_hpwl_um = 2420
gp_congestion = 0.790
port_buffers = 28

[sta]
fin_tns_setup_ns = -0.297
rsz0062_at_grt = true
skew_ns = 0.00263
hold_viol = 0
setup_viol = 3
hold_slack_ns = 0.449
drv_slew = 0
min_period_ns = 2.74
tightest_slew_ns = 0.442
fmax_ghz = 0.365
layout_setup_ws_ns = -0.137
slew_headroom = 0.704
finalClockPeriodUsage = 1.05

[run_status]
status = finished with violations
violations = negative setup slack

[run]
tool_warnings = 35
maxCapViolations = 0

[hold_path]
worstHoldPathType = register to register
==> repair_timing <==
item,CTS,global route
endpoints found under the setup margin,7,7
cloned,1,0
gates resized,56,12
setup buffers,7,1
pin swaps,10,8
==> logic make-up (layout without fill, tap and decap cells) <==
| logic type | after synthesis | in the layout | synth area share |
|---|---|---|---|
| xor gates and xnor gates | 13 | 13 | 0.0976 |
| buffers and inverters | 16 | 67 | 0.0612 |
| AOI/OAI and AO/OA | 15 | 16 | 0.0912 |
| adders and majority gates | 11 | 11 | 0.118 |
| DFF | 17 | 17 | 0.292 |
| and+or+nand+nor | 51 | 51 | 0.232 |
| muxes | 12 | 12 | 0.108 |
==> power breakdown <==
part | internal (µW) | switching, µW
logic | 75.7 | 50.0
registers | 262 | 3.16
clock network | 108 | 80.9
total | 447 | 134
==> worst max-delay path: cells and delay by family <==
kind / cells / cell delay [ns]
buffers and inverters: 4 / 0.86
AND-OR/OR-AND: 3 / 0.70
XOR/XNOR: 1 / 0.12
==> cell usage in the layout, fill, tap and decap left out, types with 2 or more instances in the layout <==
master	count
or3_1	3
o22ai_2	3
inv_1	8
o21ai_0	2
inv_4	3
dfxtp_1	15
ha_2	2
dlygate4sd2_1	4
nor2_1	14
buf_6	5
ha_4	7
mux2i_2	3
nand3_1	6
nor2b_1	2
buf_2	7
nand2_1	8
xnor2_1	5
buf_4	18
dfxtp_4	2
mux2i_1	7
xor2_1	7
a222oi_1	3
clkdlybuf4s50_1	16
nor3b_1	2
a21oi_1	2
and3_1	4
nand4_1	4
clkbuf_8	3
ha_1	2
mux2_4	2
a21oi_2	2
==> worst paths after layout <==
check / startpoint / cells past startpoint / end
worst min-delay path: counter_reg[0] / 1 / counter_reg[0]
worst max register to register: counter_reg[0] / 5 / counter_reg[9]
worst min register to register: counter_reg[0] / 1 / counter_reg[0]
worst max-delay path: seg_data[11] / 8 / seg_cathode[0]
==> through the flow <==
step | util | total power (µW) | worst slack [ns]
detailed placement | 0.182 | 384 | -0.617
floorplan | - | 316 | 0.186
global route | 0.208 | 619 | -0.291
finish | 0.208 | 581 | -0.137
CTS | 0.202 | 583 | -0.147
global placement | 0.182 | 383 | -0.622
==> metal layers <==
metal	share of wire	global-route usage	vias up	wire length [µm]
li1	-	-	576	-
met5	0	0	-	0
met3	0.041	0.0103	0	128
met1	0.47	0.0607	503	1480
met2	0.49	0.0739	16	1530
met4	0	0.000824	0	0
==> layout make-up <==
type	count	area, µm²
Inverter	12	52.6
Clock buffer	4	45.0
Multi-Input combinational cell	103	897
Sequential cell	17	348
Timing Repair Buffer	51	434
Tap cell	111	139
Fill cell	1006	7280
Power figures rest on the tool's default switching activity, not on a simulated workload.
