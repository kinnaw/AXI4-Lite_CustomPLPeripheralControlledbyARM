### /design/flow/config.mk
export PLATFORM = sky130hd
export DESIGN_NAME = irq_ctrl
export DESIGN_NICKNAME = irq_ctrl
export VERILOG_FILES = /design/flow/design.v
export SDC_FILE = /design/flow/constraint.sdc
export NUM_CORES = 4
export LEC_CHECK = 1
export CORE_AREA = 10 10 108 108
export DIE_AREA = 0 0 118 118
### /design/flow/constraint.sdc
current_design irq_ctrl

set clk_period 3.6
set clk_io_pct 0.2

create_clock -name clk0 -period $clk_period [get_ports {clk}]

set non_clock_inputs [all_inputs -no_clocks]
set_input_delay [expr $clk_period * $clk_io_pct] -clock clk0 $non_clock_inputs
set_output_delay [expr $clk_period * $clk_io_pct] -clock clk0 [all_outputs]
### /design/flow/design.v
module irq_ctrl #(
    parameter CLK_FREQ_HZ = 100_000_000,         
    parameter DEBOUNCE_MS = 20                   
) (
    input  wire  clk,
    input  wire  rst_n,
    input  wire  ext_irq_in,
    output wire  irq_pulse_out
);
    localparam integer DEBOUNCE_COUNT = (CLK_FREQ_HZ / 1000) * DEBOUNCE_MS;
    localparam integer COUNTER_WIDTH = $clog2(DEBOUNCE_COUNT + 1);
    reg [COUNTER_WIDTH-1:0] debounce_counter;
    reg                      ext_irq_sync_1;      
    reg                      ext_irq_sync_2;      
    reg                      ext_irq_stable;      
    reg                      ext_irq_d1;          
    wire                     ext_irq_posedge;     
    reg                      irq_pulse_reg;
    assign irq_pulse_out = irq_pulse_reg;
    always @(posedge clk) begin
        if (!rst_n) begin
            ext_irq_sync_1 <= 1'b0;
            ext_irq_sync_2 <= 1'b0;
        end else begin
            ext_irq_sync_1 <= ext_irq_in;       
            ext_irq_sync_2 <= ext_irq_sync_1;   
        end
    end
    always @(posedge clk) begin
        if (!rst_n) begin
            debounce_counter <= {COUNTER_WIDTH{1'b0}};
            ext_irq_stable   <= 1'b0;
        end else begin
            if (ext_irq_sync_2 != ext_irq_stable) begin
                if (debounce_counter == DEBOUNCE_COUNT[COUNTER_WIDTH-1:0]) begin
                    ext_irq_stable   <= ext_irq_sync_2;
                    debounce_counter <= {COUNTER_WIDTH{1'b0}};
                end else begin
                    debounce_counter <= debounce_counter + 1'b1;
                end
            end else begin
                debounce_counter <= {COUNTER_WIDTH{1'b0}};
            end
        end
    end
    always @(posedge clk) begin
        if (!rst_n) begin
            ext_irq_d1 <= 1'b0;
        end else begin
            ext_irq_d1 <= ext_irq_stable;
        end
    end
    assign ext_irq_posedge = ext_irq_stable & ~ext_irq_d1;
    always @(posedge clk) begin
        if (!rst_n) begin
            irq_pulse_reg <= 1'b0;
        end else begin
            irq_pulse_reg <= ext_irq_posedge;
        end
    end
endmodule
### /design/flow/run.sh
#!/bin/bash
# OpenROAD 26Q1-2900-gdf79404cd8, Yosys 0.63+post, stock flow scripts
make -C /OpenROAD-flow-scripts/flow DESIGN_CONFIG=/design/flow/config.mk WORK_HOME=/design/flow/orfs finish
==> run summary <==
Update from the flow run.

The run finished with clean final reports. The ratio of routed vias to standard cells is 3.30. The number of antenna diodes in the final layout is 0.

The number of instances resized during post-cts repair is 0. The power report puts the leakage power at 0.000354 uW. The overall via count from detail_route is 861.

The number of antenna violations at the first check in global routing is 0. The worst vdd rail ir drop is 0.0992 mV. The wire length per cell is 7.32 um. The number of standard cells reported by yosys is 129. After clock tree synthesis, the clock-pin slew on the worst setup and hold paths is 0.08 ns.

The count of library flops with an enable pin is 0. The largest net degree at the start of global routing is 22. For reference, the placement row count at floorplan is 35.

The combinational share of power is 0.015. The insertion delay at the late pin of the worst-skew pair is 0.26 ns. The launch point of the worst reg-to-reg path is debounce_counter[0]$_SDFF_PP0_. The internal power component is 367 uW. Measured along the x axis, the die boundary spans 118 um. The final timing summary puts the cycle share of the worst path at 0.582. The final timing report lists a hold violation count of 0. The headroom to the max-slew limit is 0.784. The longest clock path from root to sink contains 2 buffers. The number of remaining DRC errors is 0.

The endpoint kind of the worst setup timing path is a flop. The largest register by flop count is debounce_counter. The chip area from the yosys synthesis statistics is 1120 sq um. Across the run, the number of max-cap violations was 0. The ratio of cells with drive above 1 in the final layout is 0.0455. The number of global-route vias before repair was 780.

The type of the worst min-delay path is flop to flop. In the synthesized netlist, the cells that appear most often are sky130_fd_sc_hd__dfxtp_1 (26), sky130_fd_sc_hd__nor2_1 (16), sky130_fd_sc_hd__inv_1 (9). The number of placed instances, taps included is 258.

The clock group share of total power is 0.345. According to the floorplan report, the die height is 118 um. In this build the clock could be raised as far as 477 MHz. The clock skew after layout is 0.00642 ns. The first-pass GRT wire length is 3.35 mm. The total clock buffers created by CTS is 3.

Setup repair after global routing left no endpoint under its margin. In this run the clock root is driven by a sky130_fd_sc_hd__clkbuf_8. The count of state elements after synthesis is 26.

The area growth from synthesis to layout is 19.9%. The setup path with the least slack is of type flop to flop. The summed negative setup slack over all endpoints is 0 ns.

Once the clock tree was built, the setup fixing pass inserted 0 buffers. The slew of the pin with the lowest slew margin is 0.320 ns. The synthesized instance count is 129. The internal reg-to-reg setup slack is 1.51 ns. Detailed placement finished with a half-perimeter wire length of 1.37 mm. The average cell area after synthesis is 8.71 sq um. The switching fraction of total power is 0.189.

In this run, the number of DRC markers left after iteration 0 of detailed routing was 61. Logic depth along the worst register-to-register path is recorded as 5. The number of distinct library cell variants in the gate-level netlist after synthesis is 25. The switching power of the nets is 85.5 uW.

The number of levels in the clock H-tree is 1. Per Yosys stat, the portion of area used by sequential elements is 0.463. The pre-CTS setup check shows a worst slack of 1.54 ns. Across all setup checks in the final design, the least slack found is 1.51 ns. The overall routing resource usage is 0.0266. Following the worst setup path forward leads to its endpoint at debounce_counter[20]$_SDFF_PP0_. The number of primary I/O pins is 4. Summing over the stages, the warning tally comes to 26. The capture point of the worst register-to-register path is recorded as debounce_counter[20]$_SDFF_PP0_. Sorting the synthesized cells by area gives the leading types as sky130_fd_sc_hd__dfxtp_1 (46%), sky130_fd_sc_hd__xnor2_1 (5.5%), sky130_fd_sc_hd__nor2_1 (5.3%), sky130_fd_sc_hd__xor2_1 (4.7%), sky130_fd_sc_hd__nand4_1 (3.9%).

In the post-synthesis netlist, the cell with the most instances is sky130_fd_sc_hd__dfxtp_1. The final weighted congestion recorded by global placement is 0.793. The number of warning messages in the yosys log is 1.

The overall die area is 13900 sq um. The final report lists the setup-violating endpoint count as 0. The area fraction of the largest cell type after synthesis is 0.463. In the hold timing report, the worst path depth is 1.

OpenSTA lists the critical path startpoint as debounce_counter[0]$_SDFF_PP0_. Leaving out filler cells and counting taps, the final layout contains 261. The CTS tree is built.

The quantity of hold-fixing buffers added after cts is 0. The OpenROAD report gives the critical path a data arrival time of 2.30 ns. The library cell occupying the most area in the post-synthesis netlist is sky130_fd_sc_hd__dfxtp_1. The critical path launch point type is a flop.

Nets still carrying antenna violations after routing amount to 0. The register with the most flip-flops in the layout has 21 of them. For this block, the routed nets add up to 1.91 mm of wire.

The ratio of total power to cell area is 336 nW/um^2. The worst path needs 2.09 ns of the cycle, external delays included. The total area inside the core boundary comes to 9280 sq um.

The floorplan-stage core utilization is 0.121. For this run, the detailed router's first-pass iteration total came to 4. The total overflow reported by the global router is 0. The data required time at the worst endpoint is 3.80 ns. The final count of pins violating max slew is 0. The dominant synthesized flop cell is sky130_fd_sc_hd__dfxtp_1. Before any placement, the netlist area is recorded as 1120 sq um. The share of flip-flops with an asynchronous set or reset after synthesis is 0.

The number of buffers added on ports is 3. The largest fanout of any net on the critical path is 8. The number of sinks on the clock net is 26. Of the total power, registers draw 0.640.
## final cells by class
| type | instances | area [sq um] |
|---|---|---|
| Multi-Input combinational cell | 90 | 553 |
| Inverter | 9 | 33.8 |
| Timing Repair Buffer | 4 | 37.5 |
| Sequential cell | 26 | 520 |
| Tap cell | 129 | 161 |
| Fill cell | 1071 | 7940 |
| Clock buffer | 3 | 41.3 |
## cell usage in the layout (no fill, tap or decap), types with 3 or more instances in the layout
cell | synthesis | routed
sky130_fd_sc_hd__or3_1 | 6 | 6
sky130_fd_sc_hd__a21oi_1 | 7 | 7
sky130_fd_sc_hd__clkdlybuf4s50_1 | 0 | 3
sky130_fd_sc_hd__o31ai_1 | 3 | 3
sky130_fd_sc_hd__inv_1 | 9 | 9
sky130_fd_sc_hd__nand3_1 | 6 | 6
sky130_fd_sc_hd__nor2_1 | 16 | 16
sky130_fd_sc_hd__nand2_1 | 5 | 5
sky130_fd_sc_hd__nand4_1 | 7 | 7
sky130_fd_sc_hd__xnor2_1 | 7 | 7
sky130_fd_sc_hd__dfxtp_1 | 26 | 26
sky130_fd_sc_hd__or4_1 | 5 | 5
sky130_fd_sc_hd__and2_1 | 3 | 3
sky130_fd_sc_hd__o21ai_0 | 5 | 5
sky130_fd_sc_hd__clkbuf_8 | 0 | 3
sky130_fd_sc_hd__xor2_1 | 6 | 6
## cell families after synthesis
family,Yosys count,share of synthesized area
compound gates,17,0.0869
xor+xnor,13,0.101
fa+ha+maj,2,0.0223
buf+inv,13,0.0445
flops,26,0.463
simple gates,58,0.282
## stage by stage
| stage | instance area (sq um) | utilization | hold WS (ns) | power (uW) |
|---|---|---|---|---|
| 3_5_place_dp | 1310 | 0.141 | 0.382 | 303 |
| 3_3_place_gp | 1310 | 0.141 | 0.375 | 303 |
| 5_1_grt | 1350 | 0.145 | 0.419 | 471 |
| 6_report | 1350 | 0.145 | 0.387 | 452 |
| 2_1_floorplan | 1120 | - | 0.367 | 300 |
| 4_1_cts | 1350 | 0.145 | 0.395 | 459 |
## critical path, cell delays in order (launching register included)
cell,delay [ns]
sky130_fd_sc_hd__dfxtp_1,0.41
sky130_fd_sc_hd__ha_1,0.24
sky130_fd_sc_hd__nand4_1,0.20
sky130_fd_sc_hd__or4_1,0.59
sky130_fd_sc_hd__or4_1,0.45
sky130_fd_sc_hd__a21oi_1,0.15
## worst min-delay path by stage
stage,end,startpoint,slack [ns]
CTS,irq_pulse_reg$_SDFF_PN0_,ext_irq_d1$_SDFF_PN0_,0.39
global route,irq_pulse_reg$_SDFF_PN0_,ext_irq_d1$_SDFF_PN0_,0.42
finish,irq_pulse_reg$_SDFF_PN0_,ext_irq_d1$_SDFF_PN0_,0.39
## power by group through the flow
stage	Combinational, uW	Sequential, uW	Clock (uW)
final	6.87	289	156
after global routing	7.88	290	173
after CTS	7.05	289	162
## routing by layer
metal | global-route usage | vias to the layer above | part of all wire
li1 | - | 455 | -
met1 | 0.0347 | 391 | 0.49
met2 | 0.0441 | 13 | 0.45
met3 | 0.00292 | 2 | 0.018
met4 | 0.0100 | 0 | 0.032
met5 | 0 | - | 0
No activity file was given, so power comes from the tool's default toggle rates.
