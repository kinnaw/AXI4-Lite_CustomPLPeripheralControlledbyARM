$ cat /design/flow/design.v
module axi_lite_if #(
    parameter ADDR_WIDTH = 4,
    parameter DATA_WIDTH = 32
)(
    input  wire                     S_AXI_ACLK,
    input  wire                     S_AXI_ARESETN,
    input  wire [ADDR_WIDTH-1:0]    S_AXI_AWADDR,
    input  wire [2:0]               S_AXI_AWPROT,    
    input  wire                     S_AXI_AWVALID,
    output reg                      S_AXI_AWREADY,
    input  wire [DATA_WIDTH-1:0]    S_AXI_WDATA,
    input  wire [DATA_WIDTH/8-1:0]  S_AXI_WSTRB,     
    input  wire                     S_AXI_WVALID,
    output reg                      S_AXI_WREADY,
    output reg  [1:0]               S_AXI_BRESP,
    output reg                      S_AXI_BVALID,
    input  wire                     S_AXI_BREADY,
    input  wire [ADDR_WIDTH-1:0]    S_AXI_ARADDR,
    input  wire [2:0]               S_AXI_ARPROT,    
    input  wire                     S_AXI_ARVALID,
    output reg                      S_AXI_ARREADY,
    output reg  [DATA_WIDTH-1:0]    S_AXI_RDATA,
    output reg  [1:0]               S_AXI_RRESP,
    output reg                      S_AXI_RVALID,
    input  wire                     S_AXI_RREADY,
    output reg                      reg_wr_en,
    output reg  [ADDR_WIDTH-1:0]    reg_wr_addr,
    output reg  [DATA_WIDTH-1:0]    reg_wr_data,
    output reg  [DATA_WIDTH/8-1:0]  reg_wr_strb,
    output reg                      reg_rd_en,
    output reg  [ADDR_WIDTH-1:0]    reg_rd_addr,
    input  wire [DATA_WIDTH-1:0]    reg_rd_data,
    input  wire                     reg_rd_valid
);
    localparam [1:0] RESP_OKAY   = 2'b00;   
    localparam [1:0] RESP_EXOKAY = 2'b01;   
    localparam [1:0] RESP_SLVERR = 2'b10;   
    localparam [1:0] RESP_DECERR = 2'b11;   
    localparam [2:0] W_IDLE    = 3'b000;
    localparam [2:0] W_ADDR    = 3'b001;
    localparam [2:0] W_DATA    = 3'b010;
    localparam [2:0] W_BOTH    = 3'b011;
    localparam [2:0] W_RESP    = 3'b100;
    reg [2:0] write_state;
    localparam [1:0] R_IDLE    = 2'b00;
    localparam [1:0] R_ADDR    = 2'b01;
    localparam [1:0] R_DATA    = 2'b10;
    reg [1:0] read_state;
    reg [ADDR_WIDTH-1:0] wr_addr_captured;
    reg [DATA_WIDTH-1:0] wr_data_captured;
    reg [DATA_WIDTH/8-1:0] wr_strb_captured;
    always @(posedge S_AXI_ACLK or negedge S_AXI_ARESETN) begin
        if (!S_AXI_ARESETN) begin
            write_state      <= W_IDLE;
            S_AXI_AWREADY    <= 1'b0;
            S_AXI_WREADY     <= 1'b0;
            S_AXI_BVALID     <= 1'b0;
            S_AXI_BRESP      <= RESP_OKAY;
            reg_wr_en        <= 1'b0;
            reg_wr_addr      <= {ADDR_WIDTH{1'b0}};
            reg_wr_data      <= {DATA_WIDTH{1'b0}};
            reg_wr_strb      <= {DATA_WIDTH/8{1'b0}};
            wr_addr_captured <= {ADDR_WIDTH{1'b0}};
            wr_data_captured <= {DATA_WIDTH{1'b0}};
            wr_strb_captured <= {DATA_WIDTH/8{1'b0}};
        end else begin
            reg_wr_en <= 1'b0;
            case (write_state)
                W_IDLE: begin
                    S_AXI_AWREADY <= 1'b1;   
                    S_AXI_WREADY  <= 1'b1;   
                    S_AXI_BVALID  <= 1'b0;
                    if (S_AXI_AWVALID && S_AXI_WVALID) begin
                        wr_addr_captured <= S_AXI_AWADDR;
                        wr_data_captured <= S_AXI_WDATA;
                        wr_strb_captured <= S_AXI_WSTRB;
                        S_AXI_AWREADY    <= 1'b0;
                        S_AXI_WREADY     <= 1'b0;
                        write_state      <= W_BOTH;
                    end else if (S_AXI_AWVALID) begin
                        wr_addr_captured <= S_AXI_AWADDR;
                        S_AXI_AWREADY    <= 1'b0;
                        write_state      <= W_ADDR;
                    end else if (S_AXI_WVALID) begin
                        wr_data_captured <= S_AXI_WDATA;
                        wr_strb_captured <= S_AXI_WSTRB;
                        S_AXI_WREADY     <= 1'b0;
                        write_state      <= W_DATA;
                    end
                end
                W_ADDR: begin
                    S_AXI_WREADY <= 1'b1;
                    if (S_AXI_WVALID) begin
                        wr_data_captured <= S_AXI_WDATA;
                        wr_strb_captured <= S_AXI_WSTRB;
                        S_AXI_WREADY     <= 1'b0;
                        write_state      <= W_BOTH;
                    end
                end
                W_DATA: begin
                    S_AXI_AWREADY <= 1'b1;
                    if (S_AXI_AWVALID) begin
                        wr_addr_captured <= S_AXI_AWADDR;
                        S_AXI_AWREADY    <= 1'b0;
                        write_state      <= W_BOTH;
                    end
                end
                W_BOTH: begin
                    reg_wr_en   <= 1'b1;
                    reg_wr_addr <= wr_addr_captured;
                    reg_wr_data <= wr_data_captured;
                    reg_wr_strb <= wr_strb_captured;
                    S_AXI_BVALID <= 1'b1;
                    S_AXI_BRESP  <= RESP_OKAY;
                    write_state  <= W_RESP;
                end
                W_RESP: begin
                    if (S_AXI_BREADY) begin
                        S_AXI_BVALID <= 1'b0;
                        write_state  <= W_IDLE;
                    end
                end
                default: begin
                    write_state <= W_IDLE;
                end
            endcase
        end
    end
    always @(posedge S_AXI_ACLK or negedge S_AXI_ARESETN) begin
        if (!S_AXI_ARESETN) begin
            read_state    <= R_IDLE;
            S_AXI_ARREADY <= 1'b0;
            S_AXI_RVALID  <= 1'b0;
            S_AXI_RDATA   <= {DATA_WIDTH{1'b0}};
            S_AXI_RRESP   <= RESP_OKAY;
            reg_rd_en     <= 1'b0;
            reg_rd_addr   <= {ADDR_WIDTH{1'b0}};
        end else begin
            reg_rd_en <= 1'b0;
            case (read_state)
                R_IDLE: begin
                    S_AXI_ARREADY <= 1'b1;   
                    S_AXI_RVALID  <= 1'b0;
                    if (S_AXI_ARVALID) begin
                        reg_rd_addr   <= S_AXI_ARADDR;
                        reg_rd_en     <= 1'b1;
                        S_AXI_ARREADY <= 1'b0;
                        read_state    <= R_ADDR;
                    end
                end
                R_ADDR: begin
                    if (reg_rd_valid) begin
                        S_AXI_RDATA  <= reg_rd_data;
                        S_AXI_RRESP  <= RESP_OKAY;
                        S_AXI_RVALID <= 1'b1;
                        read_state   <= R_DATA;
                    end
                end
                R_DATA: begin
                    if (S_AXI_RREADY) begin
                        S_AXI_RVALID <= 1'b0;
                        read_state   <= R_IDLE;
                    end
                end
                default: begin
                    read_state <= R_IDLE;
                end
            endcase
        end
    end
endmodule
$ cat /design/flow/run.sh
#!/bin/bash
# OpenROAD 26Q1-2900-gdf79404cd8, Yosys 0.63+post, stock flow scripts
make -C /OpenROAD-flow-scripts/flow DESIGN_CONFIG=/design/flow/config.mk WORK_HOME=/design/flow/orfs finish
$ cat /design/flow/config.mk
export PLATFORM = sky130hd
export DESIGN_NAME = axi_lite_if
export DESIGN_NICKNAME = axi_lite_if
export VERILOG_FILES = /design/flow/design.v
export SDC_FILE = /design/flow/constraint.sdc
export NUM_CORES = 4
export LEC_CHECK = 1
export CORE_UTILIZATION = 40
$ cat /design/flow/constraint.sdc
current_design axi_lite_if

set clk_period 7.4
set clk_io_pct 0.2

create_clock -name clk0 -period $clk_period [get_ports {S_AXI_ACLK}]

set non_clock_inputs [all_inputs -no_clocks]
set_input_delay [expr $clk_period * $clk_io_pct] -clock clk0 $non_clock_inputs
set_output_delay [expr $clk_period * $clk_io_pct] -clock clk0 [all_outputs]
==> Changelog: implementation <==
### Changed

- Top area cell types: dfrtp_1 66%, mux2_2 27%, dfstp_2 1.1%
- Core box area: 12000 um^2
- Largest logic family: multiplexers
- Grt total ovfl: 0
- Final Max Slew Viols: 0
- Hold path startpoint: read_state[1]$_DFF_PN0_
- Die Ht: around 110 um
- Yosys cell types: 23
- Seq. cell area: roughly 3300 um^2
- Crit path largest cell delay: 0.52 ns
- WL per Instance: approximately 15 um
- Avg Inst Size Synth: approximately 16 um^2
- Fp util: 41.0%
- Final HPWL DP: 6680 um
- DR iter-0 viols: 89
- Adder Share, Synth: 0%
- CP Cell Sequence: clkdlybuf4s50_1 > o21ai_4 > buf_4 > mux2_2
- Top cell excl fill/tap: clkdlybuf4s50_1
- Rel. slew slack: approximately half
- AND-OR/OR-AND Cells, Area Fraction: 2.43%
- Gr usage total: between 15 and 20%
- Clk root buf: clkbuf_16
- VDD IR-drop max: between 200 and 250 uV
- Multi-input gate area: between 1000 and 1500 um^2
- Fill count: 962
- Vias in the first global route: roughly 3000
- Worst Hold End: read_state[0]$_DFF_PN1_
- CP Capture Type: flip-flop
- Drt pass-1 iters: 4
- Setup TNS Final: 0 ns
- Reg-to-reg setup timing slack: 5.59 ns
- GP Congestion: 0.742
- Post-CTS Setup Bufs: 0
- Layout Area Growth over Synthesis: 47.8%
- Min-Delay Path Depth: 2
- Mux contribution to synthesized area: 26.7%
- ANT nets after route: 0
- Die area: 12700 um^2
- Async S/R FF share, synth: about 100%
- Required @ worst endpoint: 7.69 ns
- WP buf/inv: 2
- Final Critical Period: about 2.8 ns
- Share of layout cells above drive strength 1: 31.0%
- Via/cell ratio: between 4 and 5
- # rows: roughly 40
- Total chip power: between 2 and 3 mW
- Type of origin of the critical path: input pin
- Worst-path clk slew: 0.05 ns
- Yosys simple share: 1.02%
- CP Class: input pin to flip-flop
- Largest net degree at the start of global routing: 61
- CTS Sinks: 131
- Clock buffer count from CTS: 17
- Diodes inserted: 0
- Total number of vias: 2999
- Worst-margin pin slew: 0.755 ns
- Slowest CP cell: clkdlybuf4s50_1
- Final Cycle Share: 37.8%
- Status: completed
- H-tree Lvls: 4
- Synthesized registers: 131
- Routed WL: 9710 um
- Dominant cell area share: 65.9%
- Hold Crit Class: flip-flop to flip-flop
- Io pins: 177
- Final setup vio count: 0
- Clk buf depth: 2
- Hold Buf Count CTS: 0
- Main flop type: dfrtp_1
- Post-synth top area cell: dfrtp_1
- FF-to-FF path depth: 3
- Drc violations: 0
- Late-Pin Clk Latency: between 0.4 and 0.5 ns
- CTS tree: done
- Die X: 113 um
- Yosys Instances: 300
- First-pass GRT wire length: approximately 16000 um
- Worst r2r src: write_state[3]$_DFF_PN0_
- Synth Seq Share: 67.0%
- Max-Cap Viols: 0
- XOR Share, Synth: 0%
- CP Max Fanout: 24
- Initial antenna violation count: 0
- CP Data Arrival Time: 3.08 ns
- Synthesized area: approximately 4900 um^2
- Cells after synthesis: 300
- Port bufs: 166
- EDFF count, synth: 0
- OpenROAD warning count: 31
- Final Hold Fails: 0
- Crit path max-delay family: buffers and inverters
- Resize count post-CTS: 0
- YS chip area: 4900 um^2
- Final Util: 60.5%
- Leak: 3.18 nW
- Dominant logic cell types in the final layout: 165 x clkdlybuf4s50_1, 128 x dfrtp_1, 116 x mux2_2
- YS warnings: 1
- Power Density: roughly 390 nW/um^2
- Post-route clock skew: around 0.0046 ns
- F_max: 358 MHz
- RSZ-0062 raised after global routing: no
## report_power, final
group	switching [mW]	internal (mW)	total [mW]
Combinational	0.170	0.656	0.826
Clock	0.277	0.505	0.783
Sequential	0.155	1.05	1.21
Total	0.603	2.21	2.82
## worst max-delay path by stage
stage	from	cells after the start	endpoint	slack, ns
finish	S_AXI_WVALID	4	flip-flop	4.60
global route	S_AXI_ARESETN	3	write_state[4]$_DFF_PN0_	4.44
CTS	S_AXI_WVALID	4	flip-flop	4.59
## per-layer routing
metal	part of all wire (%)	vias to the layer above	routed length [um]	global-route usage, %
met2	49	88	4730	25.1
met5	0	-	0	0
met4	1.7	0	167	2.76
met1	43	1498	4140	26.1
li1	-	1402	-	-
met3	6.8	11	661	4.68
## cell families (layout without fill, tap and decap cells)
| family | count (synthesis) | after routing |
|---|---|---|
| muxes | 116 | 116 |
| AOI/OAI and AO/OA | 17 | 17 |
| DFF | 131 | 131 |
| and+or+nand+nor | 12 | 12 |
| buffers and inverters | 23 | 210 |
| other | 1 | 4 |
## tightest hold or removal path, stage by stage (launching register included)
cell     delay, ns
dfrtp_1       0.34
nand2_1       0.05
nand2_1       0.06
## area by class of cell
type | count | share of cell area [%]
timing repair buffer | 171 | 23.4
clock inverter | 4 | 0.622
tap | 147 | 2.54
clock buffer | 28 | 7.14
sequential | 131 | 45.3
multi-input combinational | 149 | 20.6
inverter | 7 | 0.363
## Yosys cell counts (2+ instances only)
cell and instances:
a21oi_1 4, inv_1 7, nor2_1 2, buf_6 4
buf_2 7, dfrtp_1 129, mux2_2 116, dfstp_2 2
o21ai_0 4, buf_4 4, o31a_1 2, nand2_1 8
## stage by stage
stage	setup slack [ns]	hold slack (ns)	instance area [um^2]	instances
after floorplan	5.10	0.352	4910	303
final	4.60	0.483	7240	637
after detailed placement	4.17	0.470	6680	605
after global routing	4.44	0.510	7240	637
after CTS	4.59	0.487	7240	637
after global placement	4.17	0.468	6680	605
Power and IR drop assume default switching activity.
